--- design/flow/run.sh ---
#!/bin/bash
# OpenROAD 26Q1-2900-gdf79404cd8, Yosys 0.63+post, stock flow scripts
make -C /OpenROAD-flow-scripts/flow DESIGN_CONFIG=/design/flow/config.mk WORK_HOME=/design/flow/orfs finish
--- design/flow/constraint.sdc ---
current_design setStatus

set clk_period 8.5
set clk_io_pct 0.2

create_clock -name clk0 -period $clk_period

set non_clock_inputs [all_inputs -no_clocks]
set_input_delay [expr $clk_period * $clk_io_pct] -clock clk0 $non_clock_inputs
set_output_delay [expr $clk_period * $clk_io_pct] -clock clk0 [all_outputs]
--- design/flow/design.v ---
module setStatus(
    input [3:0] x_location,       
    input [3:0] y_location,       
    input [191:0] BoardState,     
    input [2:0] new_status,       
    output reg [191:0] updated_board  
);
    reg [5:0] index;   
    always @(*) begin
        index = (y_location * 8 + x_location);   
        updated_board = BoardState;   
        updated_board[(index * 3) +: 3] = new_status;   
    end
endmodule
--- design/flow/config.mk ---
export PLATFORM = sky130hd
export DESIGN_NAME = setStatus
export DESIGN_NICKNAME = setStatus
export VERILOG_FILES = /design/flow/design.v
export SDC_FILE = /design/flow/constraint.sdc
export NUM_CORES = 4
export LEC_CHECK = 1
export CORE_AREA = 10 10 159 159
export DIE_AREA = 0 0 169 169
==> flow_summary.yaml <==
# flow metrics
power:
  leakagePower_nw: 2.55
  powerDensity_nw_per_um2: 51.7
  irDropWorstVdd_mv: 0.0204
grt:
  gr-usage-all-layers_pct: 16.0
  gr-total-overflow: 0
  grt_pass1_vias: 5365
  grt_max_degree: 37
  grt_pass1_wl_mm: 35.6
  antenna_found_initial: 0
sta:
  finalHoldViolations: 0
  rsz0062_at_grt: "false"
  drv_slew: 0
  setup_viol: 0
  finalSetupTns_ns: 0
  relSlewSlack_pct: 49.4
  tightest_slew_ns: 0.758
  timing.final.crit_share_pct: 83.3
  final.min_clock_period_ns: 7.08
  max_freq_ghz: 0.141
critical_path:
  path_class: "in -> out"
  endpoint_kind: "output port"
  worst_ep_required_time_ns: 6.80
  critPathLaunchType: "input port"
  crit_fanout: 16
  cp_data_arrival_time_ns: 5.38
synth:
  syn_avg_cell_area_um2: 6.16
  ys_seq_share_pct: 0
  synthCells: 506
  adder_share_pct: 2.41
  synth_area_um2: 3120
  ys_types: 52
  yosys_cells: 506
  yosysChipArea_um2: 3120
  ys_sh_xor_pct: 1.89
  simple_gate_share_pct: 17.6
  mux_area_share_pct: 10.8
  yosys_warnings: 1
  topCombFamilyByArea: "AND-OR/OR-AND gates"
  aoi_share_pct: 59.8
layout:
  fin_cells: 1150
  final_core_util_pct: 33.6
  seq_cell_count: 0
  fillers: 2327
  drive_gt1_share_pct: 7.01
  register_area_um2: 0
  lay_top_cells: "394 x clkdlybuf4s50_1, 208 x o21ai_0, 54 x a22o_1, 34 x nand2_1, 25 x nand3_1"
  clkbuf_count: 0
  areaGrowthSynthToFinish_pct: 135
  layout.cells.most_common: "clkdlybuf4s50_1"
run:
  cap_violations: 0
  tool_warnings: 36
placed_design:
  dp.final_hpwl_mm: 20.4
  placedCellCount: 1150
  place_congestion: 0.906
  io_buffers: 394
min_path:
  min_path_cells: 4
  hold_class: "in -> out"
drt:
  wl_mm: 24.7
  routedWlPerCell_um: 21.5
  first_iter_violations: 422
  diodes: 0
  drt_pass1_iterations: 7
  vias: 5405
  drcViolationCount: 0
  ant_nets: 0
  vias_per_cell: 4.70
floorplanning:
  core_util_floorplan_pct: 14.3
  die_area_um2: 28600
  core_um2: 21800
  num_io_pins: 395
  die_w_um: 169
  die_h_um: 169
  core.rowCount: 54
outcome:
  status: "complete, no violations"
clock_tree:
  cts.repair.resized: 0
  cts_hold_buf: 0
  post_cts_buffers: 0
## routing by layer
metal | track usage, % | share of wire, % | up-vias | wire, um
met4 | 1.16 | 0.77 | 0 | 191
met3 | 3.72 | 7.7 | 14 | 1910
li1 | - | - | 2672 | -
met1 | 20.3 | 41 | 2505 | 10100
met2 | 27.9 | 51 | 214 | 12500
met5 | 0 | 0 | - | 0
## cell type report
type	instances	area [um2]	share of cell area, %
multi-input cells	456	2910	39.7
well taps	280	350	4.78
inverters	5	18.8	0.256
repair buffers	409	4060	55.3
## cell usage after synthesis (4+ instances only)
master,n,share of area (%)
mux2_1,7,2.5
inv_1,5,0.60
nand2b_1,6,1.2
buf_4,4,0.96
ha_1,6,2.4
buf_2,6,0.96
or2_1,4,0.80
nand2_1,34,4.1
clkbuf_1,31,3.7
mux2_2,23,8.3
a21oi_1,4,0.64
nor2b_1,5,1.0
nor2_1,21,2.5
nand3_1,25,4.0
a22o_1,54,15
o21ai_0,208,33
o21ai_1,14,2.2
## power breakdown
part	switching [mW]	internal, mW
Clock	0	0
Sequential	0	0
Combinational	0.151	0.228
## through the flow
step	hold WS (ns)	power, mW	setup slack, ns	cell area (um2)
6_report	4.32	0.379	1.42	7330
5_1_grt	4.36	0.413	1.01	7330
4_1_cts	4.33	0.384	1.41	7330
3_5_place_dp	4.32	0.381	1.43	7330
3_3_place_gp	4.32	0.382	1.44	7330
2_1_floorplan	3.47	0.121	3.04	3120
## worst paths after layout
path	startpoint	to	slack, ns
setup / recovery	x_location[0]	updated_board[50]	1.42
hold / removal	BoardState[71]	updated_board[71]	4.32
## cells by family (layout without fill, tap and decap cells)
group / count (synthesis) / after routing
and+or+nand+nor: 111 / 111
adders and majority gates: 6 / 6
buffers and inverters: 50 / 414
xor gates and xnor gates: 5 / 5
muxes: 30 / 30
AOI/OAI and AO/OA: 304 / 304
## critical path: stages
cell and delay [ns]:
clkdlybuf4s50_1 0.85, inv_1 0.19, ha_1 0.43, nand2b_1 0.30
a311oi_4 0.56, o21ai_1 0.22, a21oi_1 0.32, mux2_2 0.37
clkdlybuf4s50_1 0.42
Power figures rest on the tool's default switching activity, not on a simulated workload.
