===== design/flow/constraint.sdc =====
current_design BOARD_DRAWER

set clk_period 18.3
set clk_io_pct 0.2

create_clock -name clk0 -period $clk_period [get_ports {clk}]

set non_clock_inputs [all_inputs -no_clocks]
set_input_delay [expr $clk_period * $clk_io_pct] -clock clk0 $non_clock_inputs
set_output_delay [expr $clk_period * $clk_io_pct] -clock clk0 [all_outputs]

===== design/flow/run.sh =====
#!/bin/bash
# OpenROAD 26Q1-2900-gdf79404cd8, Yosys 0.63+post, stock flow scripts
make -C /OpenROAD-flow-scripts/flow DESIGN_CONFIG=/design/flow/config.mk WORK_HOME=/design/flow/orfs finish

===== design/flow/config.mk =====
export PLATFORM = sky130hd
export DESIGN_NAME = BOARD_DRAWER
export DESIGN_NICKNAME = BOARD_DRAWER
export VERILOG_FILES = /design/flow/design.v
export SDC_FILE = /design/flow/constraint.sdc
export NUM_CORES = 4
export LEC_CHECK = 1
export CORE_UTILIZATION = 40

===== design/flow/design.v =====
module BOARD_DRAWER (
    input clk,
    input rst,
    input [191:0]Board,
    output reg [14:0]the_vga_draw_frame_write_mem_address,  
    output reg [23:0]the_vga_draw_frame_write_mem_data,  
    output reg the_vga_draw_frame_write_a_pixel,  
    input enabled
);
reg [3:0]S;
reg [3:0]NS;
reg [14:0]IDX;  
reg [23:0] color;
wire [2:0] status;
parameter START = 4'd0,
    SET_ADDRESS = 4'd1,
    CONVERT_IDX = 4'd2,
    SET_COLOR = 4'd3,
    ENABLE_WRITE = 4'd4,
    DISABLE_WRITE = 4'd5,
    IDX_UP = 4'd6,
    CHECK_COLOR = 4'd7,
	 WAIT = 4'd8;
always @(posedge clk or negedge rst)
begin
	if (rst == 1'b0)
		S <= START;
	else
			S <= NS;
end
always @(*) begin
    case (S)
        START : NS = SET_ADDRESS;
		  SET_ADDRESS : NS = CONVERT_IDX;
        CONVERT_IDX : NS = CHECK_COLOR;
        CHECK_COLOR : NS = SET_COLOR;
        SET_COLOR : begin
            if ((enabled))  
                NS = ENABLE_WRITE;
            else begin
                if (enabled)  
                    NS = SET_COLOR;  
                else
                    NS = IDX_UP;  
            end
                end
        ENABLE_WRITE : NS = WAIT;
        WAIT : begin
		  if (counter >= 2)
			NS = DISABLE_WRITE;
		  else
			NS = WAIT;
		  end
		  DISABLE_WRITE : NS = IDX_UP;
        IDX_UP : NS = SET_ADDRESS;
    endcase
end
getStatus g1 (
	.x_location(X),
	.y_location(Y),
   .BoardState(Board),
   .status(status)
);
reg [3:0] X;  
reg [3:0] Y;  
reg [10:0] Y_step;
reg [14:0] counter;
always @(posedge clk or negedge rst) begin
    if (rst == 1'b0) begin
		IDX <= 15'd0;  
        the_vga_draw_frame_write_mem_address <= 15'd0;  
		the_vga_draw_frame_write_mem_data <= 24'd0;  
		the_vga_draw_frame_write_a_pixel <= 1'b0;  
		counter <= 6'd0;
		X <= 7;
		Y <= 7;
	end
    else begin
        case (S)
            START : begin
                the_vga_draw_frame_write_a_pixel <= 1'b0;
                IDX <= 15'd0;  
            end
            SET_ADDRESS : begin
                the_vga_draw_frame_write_mem_address <= IDX;
					 Y_step <= IDX % 120;
            end
            CONVERT_IDX : begin  
					if (Y_step < 15) begin
						Y <= 0;
						end
					else 
						if (Y_step > 14 && Y_step < 30) begin
							Y <= 1;
							end
						else
							if (Y_step > 29 && Y_step < 45) begin
								Y <= 2;
								end
							else
								if (Y_step > 44 && Y_step < 60) begin
									Y <= 3;
									end
								else
									if (Y_step > 59 && Y_step < 75) begin
										Y <= 4;
										end
									else
										if (Y_step > 74 && Y_step < 90) begin
											Y <= 5;
											end
										else
											if (Y_step > 89 && Y_step < 105) begin
												Y <= 6;
												end
											else begin
												Y <= 7;
												end
					if (IDX < 1801) begin
						X <= 0;
						end
					else 
						if (IDX > 1800 && IDX < 3601) begin
							X <= 1;
							end
						else
							if (IDX > 3600 && IDX < 5401) begin
								X <= 2;
								end
							else
								if (IDX > 5400 && IDX < 7201) begin
									X <= 3;
									end
								else
									if (IDX > 7200 && IDX < 9001) begin
										X <= 4;
										end
									else
										if (IDX > 9000 && IDX < 10801) begin
											X<= 5;
											end
										else
											if (IDX > 10800 && IDX < 12601) begin
												X<= 6;
												end
											else begin
												X<= 7;
												end 
            end
            SET_COLOR : begin
					case (status)
					  3'b000: color <= 24'hFFFFFF;  
					  3'b001: color <= 24'h98f5f9;  
					  3'b010: color <= 24'hfe5c5e;  
					  3'b101: color <= 24'h3f97fc;  
					  3'b110: color <= 24'hd80305;  
					  3'b111: color <= 24'h000000;  
					  default : color <= 24'h123123;  
				 endcase
			end
            CHECK_COLOR : begin
                the_vga_draw_frame_write_mem_data <= color;
            end
            ENABLE_WRITE : begin
					the_vga_draw_frame_write_a_pixel <= 1'b1;
                    counter <= 6'd0;
            end
            WAIT : counter <= counter + 6'd1;
            DISABLE_WRITE : begin
                the_vga_draw_frame_write_a_pixel <= 1'b0;
            end
            IDX_UP : begin
                if (IDX > 15'd14400)  
                    IDX <= 15'd0;
                else
                    IDX <= IDX + 15'd1 ;
            end
        endcase
    end
end
endmodule
module getStatus(
    input [3:0] x_location,       
    input [3:0] y_location,       
    input [191:0] BoardState,     
    output reg [2:0] status       
);
    reg [5:0] index;   
		reg [2:0] result;
always @(*) begin
	result = BoardState[((y_location) * 8 + (x_location))*3 +: 3];  
	status = result;
	end	
endmodule

==> summary.json <==
{
  "tritoncts": "yes",
  "max-clock-path-buffers": 2,
  "setup-violations-final": 0,
  "hold_ws_ns": 0.4819,
  "core.rowCount": 61,
  "final_layout_top_logic_cell": "clkdlybuf4s50_1",
  "switching_power_mw": 0.1171,
  "synth_flops": 109,
  "yosys-mux-area-fraction_pct": 37.99,
  "global_route.usage.total_pct": 23.71,
  "post_cts_resize_count": 0,
  "grt_use_met3_pct": 5.622,
  "grt_use_met1_pct": 35.30,
  "power.density_cell_area_nw_per_um2": 37.34,
  "finalHoldViolCount": 0,
  "ys_top_logic_family": "multiplexers",
  "hold_path_class": "flop to flop",
  "post_synth_inst_count": 1059,
  "antenna_violating_nets_post_route": 0,
  "cell_type_count": 97,
  "unrepaired_setup_endpoints_after_global_routing": "no",
  "clock_tree.htree_level_count": 3,
  "clkPwrFrac_pct": 37.0,
  "switching_share_pct": 21.72,
  "grt_antenna_before_repair": 2,
  "tritoncts.num_buffers": 9,
  "maxSlewViolCount": 0,
  "fp.coreArea_um2": 28010,
  "dr.first_iter.drc_count": 737,
  "logic_area_um2": 8193,
  "ir_drop_mv": 0.05168,
  "vias": 9929,
  "grt_pass1_wl_um": 51740,
  "cts-root-buf": "clkbuf_16",
  "lay_top_cells": "clkdlybuf4s50_1, mux4_2, nand2_1, dfrtp_1, nor2_1",
  "synth_async_sr_flop_share_pct": 68.81,
  "cts.reportedPaths.clkPinSlew_ns": 0.07,
  "synth.yosys.num_cells": 1059,
  "wire_per_inst_um": 20.35,
  "fin_crit_ns": 6.826,
  "sequential_cell_area_um2": 2849,
  "die-height_um": 171.4,
  "cp.required_ns": 18.38,
  "grt_pass1_vias": 9653,
  "power_frac_comb_pct": 18.1,
  "post-cts-setup-buffers": 0,
  "yosys.area_share.xor_xnor_pct": 1.374,
  "slew_hr_pct": 48.55,
  "netlist_area_um2": 11470,
  "max_freq_mhz": 146.5,
  "post-dp-hpwl_um": 25740,
  "setup_total_negative_slack_ns": 0,
  "maxCapViolations": 0,
  "maximum_net_fanout_on_the_critical_path": 6,
  "leakage_nw": 4.929,
  "grt.met2_usage_pct": 37.19,
  "final.fill_count": 2461,
  "post_route_cells_drive_above_1_share_pct": 24.11,
  "cp-end-kind": "flop",
  "overflow": 0,
  "timing_worst_slew_pin_value_ns": 0.7568,
  "floorplan.io_pins": 235,
  "warnings": 28,
  "min_period_over_period_pct": 37.30,
  "chip_area_um2": 29360,
  "worstPathArrival_ns": 6.91,
  "yosysWarnings": 2,
  "run_status": "complete, no violations",
  "count_of_library_flops_with_an_enable_pin": 30,
  "worst_skew_pair.late_latency_ns": 0.34,
  "gp_congestion": 0.9675,
  "hold_buffers": 0,
  "routed_wirelength_um": 32970,
  "grt.busiest_layer": "met2",
  "flow.area_growth_from_synthesis_pct": 25.83,
  "register_pins_left_without_a_clock": 4,
  "p_int_mw": 0.4220,
  "untimed_endpoints": 8,
  "synth_compound_gate_area_share_pct": 15.68,
  "final.setup_skew_ns": 0.01062,
  "sequentialPowerShare_pct": 44.9,
  "yosys.stat.chipArea_um2": 11470,
  "synthesis.area_per_instance_um2": 10.83,
  "worstSetupStartpointType": "input port",
  "ys_sh_simple_pct": 14.44,
  "crit_type": "input port to flop",
  "layout.core_utilization_pct": 51.54,
  "detail_route.first_pass.iterations": 4,
  "dieWidth_um": 171.4,
  "synth_top_flop_cell": "dfrtp_1",
  "share_of_the_core_filled_by_cells_before_placement_pct": 40.96,
  "drt-vias-per-instance": 6.129,
  "synth_adder_area_share_pct": 1.472,
  "grt_max_degree": 55,
  "number_of_remaining_drc_errors": 0,
  "io_buffer_count": 234
}
==> layout make-up <==
type,count,area share [%]
well taps,378,3.276
repair buffers,262,17.66
clock buffers,13,1.811
multi-input cells,837,56.75
diodes,2,0.03467
clock inverters,3,0.3207
inverters,16,0.4160
flip-flops and latches,109,19.73
==> metal layers <==
| metal | up-vias | share of wire (%) |
|---|---|---|
| met2 | 394 | 49 |
| met3 | 44 | 7.1 |
| met1 | 4860 | 42 |
| met5 | - | 0.13 |
| met4 | 2 | 2.2 |
| li1 | 4629 | - |
==> synth_stat cells (10+ instances only) <==
master | count | area [µm²]
o41ai_1 | 10 | 87.58
o211ai_1 | 10 | 75.07
dfrtp_1 | 69 | 1727
buf_4 | 12 | 90.09
nor2b_1 | 16 | 100.1
mux4_2 | 168 | 3784
nand4_1 | 10 | 62.56
nand3_1 | 35 | 175.2
nand2_1 | 98 | 367.9
inv_1 | 15 | 56.30
a31oi_1 | 20 | 125.1
nor2_1 | 68 | 255.2
a21o_1 | 13 | 97.59
a21oi_1 | 44 | 220.2
nand2b_1 | 13 | 81.33
edfxtp_1 | 30 | 900.9
xnor2_1 | 16 | 140.1
o31ai_1 | 19 | 142.6
nor3_1 | 18 | 90.09
mux2i_1 | 13 | 130.1
clkbuf_1 | 63 | 236.5
mux2_2 | 37 | 416.7
o21ai_0 | 67 | 335.3
ha_1 | 11 | 137.6
buf_1 | 13 | 48.80
==> power groups by stage <==
stage	clock [mW]	combinational (mW)	sequential (mW)
global route	0.213	0.103	0.242
finish	0.199	0.0974	0.242
CTS	0.203	0.0973	0.242
==> stage by stage <==
step,total power [mW],instances,setup WS (ns),cell area (µm²)
finish,0.5391,1620,11.47,14440
floorplan,0.2798,1059,11.97,11470
global route,0.5582,1620,11.34,14440
CTS,0.5429,1618,11.46,14430
detailed placement,0.3441,1602,11.09,14120
global placement,0.3434,1602,11.13,14120
==> kinds of logic after synthesis <==
group | Yosys count
simple gates | 325
compound gates | 261
mux | 220
buf+inv | 113
flops | 105
xor+xnor | 18
fa+ha+maj | 13
latches | 4
==> path summary, 6_finish.rpt <==
check                               start                                    end  cells past startpoint  slack, ns
worst max-delay path            Board[17]                               color[9]                     10      11.47
min in group asynchronous             rst                                 IDX[9]                      1       3.25
worst max register to register    IDX[12]                              Y_step[6]                     18      12.80
max in group asynchronous             rst  the_vga_draw_frame_write_mem_data[13]                      2      14.13
worst min register to register  color[11]  the_vga_draw_frame_write_mem_data[11]                      1       0.48
worst min-delay path            color[11]  the_vga_draw_frame_write_mem_data[11]                      1       0.48
==> state kept, by name (all words and copies together) (netlist names) <==
name,cells
the_vga_draw_frame_write_a_pixel,1
counter,15
color,19
Y_step,11
X,3
NS,4
the_vga_draw_frame_write_mem_address,15
S,4
Y,3
IDX,15
the_vga_draw_frame_write_mem_data,19
==> worst max-delay path, stage by stage <==
cell             delay [ns]
clkdlybuf4s50_1        0.46
mux4_2                 0.49
mux4_2                 0.50
mux4_2                 0.52
mux2_2                 0.30
a22oi_1                0.46
inv_1                  0.22
xnor2_1                0.18
nand2_1                0.07
o31ai_1                0.06
No activity file was given, so power comes from the tool's default toggle rates.
